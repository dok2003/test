`flow/config.mk`:
```
export PLATFORM = sky130hd
export DESIGN_NAME = adc_capture
export DESIGN_NICKNAME = adc_capture
export VERILOG_FILES = /design/flow/design.v
export SDC_FILE = /design/flow/constraint.sdc
export NUM_CORES = 4
export LEC_CHECK = 1
export CORE_UTILIZATION = 30
```
`flow/constraint.sdc`:
```
current_design adc_capture

set clk_period 1.1
set clk_io_pct 0.2

create_clock -name clk0 -period $clk_period [get_ports {clk}]

set non_clock_inputs [all_inputs -no_clocks]
set_input_delay [expr $clk_period * $clk_io_pct] -clock clk0 $non_clock_inputs
set_output_delay [expr $clk_period * $clk_io_pct] -clock clk0 [all_outputs]
```
`flow/design.v`:
```
module adc_capture
# (
	parameter clk_hz = 25000000,						
	parameter sclk_hz = 5000000,						 
	parameter cycle_pause = 10						 
) (
	input  logic clk,
	input  logic rst,
	input  logic ctl_valid,							 
	input  logic adc_ack,							 
	input  logic [2:0] address,						 
	input  logic dout_bit,							 
	output logic sclk,							 
	output logic cs,							 
	output logic adc_ready,							 
	output logic din_bit,							 
	output logic [11:0] d_signal						 
);
	localparam MAX_DIV = clk_hz / (2 * sclk_hz) - 1;			 
	logic [$clog2(MAX_DIV) - 1:0] frdiv;
	logic clk2;
	always_ff @(posedge clk or posedge rst) begin
		if (rst) begin
			sclk <= 1'd0;
			clk2 <= 1'd0;
			frdiv <= 'd0;
		end else begin
			if (frdiv >= MAX_DIV) begin
				clk2 <= ~clk2;
				if (~cs) sclk <= ~sclk;
				frdiv <= 'd0;
			end else begin
				frdiv <= frdiv + 'd1;
			end
		end
	end
	logic [7:0] din;						 
	logic [15:0] dout;						 
	assign d_signal = dout[12:1];
	logic [4:0] cs_reg;						 
	logic [$clog2(cycle_pause) - 1:0] cs_pause;			 
	always_ff @(negedge clk2 or posedge rst) begin
		if(rst) begin
			din_bit <= 1'd0;
                        din <= 8'd0;
		end else if (ctl_valid) begin
			din[7:0] <= {2'b00, address, 3'b00};
			if (cs == 1'd0) begin                                    
				if (cs_reg < 8) begin
					din_bit <= din[5'd7 - cs_reg];   
				end
			end
		end	
	end
	always_ff @(posedge clk2 or posedge rst) begin
		if (rst) begin						 
			adc_ready <= 1'd0;
			cs_reg <= 5'd0;
			cs_pause <= 'd0;
			cs <= 1'd0;
			dout <= 16'd0;
		end else if (ctl_valid) begin
			if (cs == 1'd0) begin					 
				dout[15:0] <= {dout[14:0], dout_bit};		 
				if (cs_reg == 5'd16) begin			 
					cs <= 1'd1;
					cs_reg <= 5'd0;
					adc_ready <= 1'd1;		 
				end else begin
					cs_reg <= cs_reg + 5'd1;
				end
			end else begin					 
				if (cs_pause >= cycle_pause) begin	 
					cs <= 1'd0;
					cs_pause <= 'd0;
				end else begin
					cs_pause <= cs_pause + 'd1;
				end
				if (adc_ack) begin
					adc_ready <= 1'd0;		 
				end
			end
		end
	end
endmodule
```
`flow/run.sh`:
```
#!/bin/bash
# OpenROAD 26Q1-2900-gdf79404cd8, Yosys 0.63+post, stock flow scripts
make -C /OpenROAD-flow-scripts/flow DESIGN_CONFIG=/design/flow/config.mk WORK_HOME=/design/flow/orfs finish
```
==> run notes <==
Notes on the physical implementation.

- The mean instance size in the synthesized netlist is 9.97 µm², for reference.
- Clock latency on the worst-skew pair, taken at its later pin, is 0.22 ns.
- After layout, the design draws a total of 0.555 mW.
- The post-route utilization of the core is recorded as 0.367.
- Adding up every negative setup slack in the final design gives 0 ns.
- The number of flip-flops under the largest register name is 13, for reference.
- Max-slew check failures listed in the final report amount to 0.
- The startpoint of the worst register-to-register path is frdiv[0], for reference.
- The worst-case register-to-register setup slack is 0.15 ns, for reference.
- The time the final worst path needs with I/O delays and setup is 1.02 ns, for reference.
- Counting the warning lines in the Yosys log gives 1.
- The count of standard-cell rows is 25, for reference.
- The number of hold buffers added after CTS is 0, for reference.
- The overall routing resource usage is 0.102, for reference.
- The residual overflow from global routing is 0, for reference.
- The portion of the clock cycle consumed by the worst path in the final layout is 0.930, for reference.
- Across the routed clock network, the largest skew measured is 0.00265 ns.
- At the floorplan stage, the core utilization is reported as 0.317.
- Counting cells, the worst reg-to-reg path comes to 4.
- The wire-length estimate of the detail-placed layout is 1720 µm.
- The OpenROAD warning count is 27, for reference.
- The maximum fanout along the worst path is 2, for reference.
- Measured along the y axis, the die boundary spans 73.1 µm.
- The synthesized chip area reported by yosys is 1520 µm², for reference.
- In this run the VDD rail shows a maximum IR drop of 0.252 mV.
- Per the slew report, the remaining headroom to the max-slew limit stands at 0.550.
- No sink is reached through more buffers than the 2 on the longest clock path.
- The die covers 5340 µm².
- 43 endpoints have no timing constraint.
- For this sky-water flow run, the detailed-routed wirelength per cell is reported as 10.9 µm.
- The number of cells reported by Yosys stat comes to 152.
- Looking at the max-slew report, the worst-margin pin has a slew of 0.675 ns.
- The endpoint of the lowest-slack register-to-register path is sclk, for reference.
- The highest achievable clock rate is 978 MHz, for reference.
- The die is 73.1 µm wide.
- The layout has 479 filler cells.
- The most area-hungry cell type in the Yosys netlist is dfrtp_1, for reference.
- The critical path's slowest cell is dfrtp_1, for reference.
- The class of the most critical setup path is reg2out, for reference.
- Per the post-route antenna check, the number of violating nets is 0.
- For this run, asynchronously set or reset flops after synthesis account for 1.00.
- The worst min-delay path category is in2async, for reference.
- The number of antenna violations at the first check in global routing is 0.
- By area the synthesized netlist is led by dfrtp_1 46%, nand2_1 12%, dfrtn_1 6.6%, buf_4 6.4%, ha_1 4.1%.
- The final routed DRC violation total is 0, for reference.
- The kind of end point of the critical path is an output port, for reference.
- Along the critical path, the tally of buffer and inverter instances is 1.
- Tracing the worst setup path back leads to its startpoint at sclk.
- The critical path launch point type is a flop, for reference.
- The final timing report lists a hold violation count of 0.
- Walking the worst path, the cells encountered are dlygate4sd2_1.
- The largest single stage delay on the critical path is 0.36 ns.
- The number of buffers inserted by port buffering is 23, for reference.
- The core region is 4790 µm².
- The post-synthesis register bit count is 32, for reference.
- Pin placement for this block handled 24 I/O pins.
- The flow ran to the end, and the final reports show no timing, DRC or antenna violations.
- Between the synthesized netlist and the finished layout, the area growth was recorded as 15.9%.
- The total vias in the final route is 1000, for reference.
- The sequential cell area fraction in the yosys report is 0.528, for reference.
- The first detailed-routing pass took 4 iterations.
- The worst path required time is 0.88 ns, for reference.
- Clock-pin slew was measured on the worst setup and hold paths at 0.03 ns.
- The total leakage power is 0.831 nW, for reference.
- The data arrival time at the worst-slack endpoint is 0.80 ns, for reference.
- The number of DRC violations after detailed-routing iteration 0 is 36, for reference.
- Total power normalized to cell area comes to 316 nW/µm².
- TritonCTS built the clock tree.
- Setup repair after global routing left no endpoint under its margin.
- Per the synth stats, the flop cell with the highest instance count is dfrtp_1.
- In this run the clock root is driven by a clkbuf_8.
- Endpoints with negative setup slack in the final report add up to 0.
- The first global-routing pass estimated 4300 µm of wire.
- After detailed routing, the number of vias per cell comes to 4.33.
- The fraction of layout cells with a size suffix above 1 is 0.0610, for reference.
- The placer congestion estimate is 0.825, for reference.
- The count of flip-flops with a built-in enable after synthesis is 0, for reference.
- The number of maximum-capacitance violations recorded for the run is 0.
- Per the TritonCTS log, the buffer count is 3.
- The number of global-route vias before repair is 917, for reference.
- The area share of the leading cell type in the synthesized netlist is 0.462, for reference.
- Counting distinct cell types in the post-synthesis netlist gives 34.
- The kind of cell with the highest combined delay along the critical path is flip-flops.
- The maximum level of the CTS H-tree is 1, for reference.
- The timer found 28 register pins that no clock reaches; their paths are not timed.
- The pin count of the biggest net entering global routing is 29, for reference.
- The footprint of the multi-input gates is 556 µm², for reference.
- The number of antenna diodes is 0, for reference.
- Per the post-synthesis report, the number of cells in the design is 152.
- The footprint of the flip-flops and latches is 801 µm², for reference.
- The wire length after detailed routing is 2510 µm, for reference.
- The cell area after technology mapping is 1520 µm², for reference.
[synth_stat cells, drive strengths merged, types with 2 or more instances]
library cell / count
a21o: 2
a21oi: 3
a31oi: 2
buf: 17
dfrtn: 4
dfrtp: 28
ha: 5
inv: 6
mux2: 3
nand2: 47
nand2b: 2
nor2: 5
nor3: 5
nor3b: 2
o21ai: 3
xnor2: 3
xor2: 2
[power breakdown]
| group | leakage (nW) | internal [mW] | switching (mW) |
|---|---|---|---|
| clock network | 0.0216 | 0.233 | 0.0730 |
| registers | 0.418 | 0.150 | 0 |
| logic | 0.392 | 0.0387 | 0.0604 |
[metrics by stage]
stage | worst slack [ns] | hold slack (ns) | instances | cell area (µm²)
2_1_floorplan | 0.189 | 0.336 | 152 | 1520
3_3_place_gp | 0.0771 | 0.448 | 227 | 1710
3_5_place_dp | 0.0762 | 0.454 | 227 | 1710
4_1_cts | 0.0682 | 0.224 | 231 | 1760
5_1_grt | 0.0570 | 0.239 | 231 | 1760
6_report | 0.0771 | 0.214 | 231 | 1760
[what timing repair did]
item,4_1_cts,5_1_grt
setup buffers,1,0
endpoints found under the setup margin,1,0
gates resized,1,0
[routing by layer]
metal	wire length, µm	up-vias	global-route usage
met4	12	0	0.0131
met2	1180	15	0.160
met5	0	-	0
met1	1270	474	0.167
met3	39	2	0.00280
li1	-	509	-
[kinds of logic (layout without fill, tap and decap cells)]
group,Yosys count,after routing,synth area share
and+or+nand+nor,69,69,0.208
adders and majority gates,5,5,0.0413
DFF,32,32,0.528
AOI/OAI and AO/OA,15,15,0.0661
buffers and inverters,23,35,0.105
muxes,3,3,0.0223
xor gates and xnor gates,5,5,0.0289
[area by class of cell]
class                   instances  area share
clock buffers                   3      0.0235
inverters                       6      0.0128
flip-flops and latches         32       0.456
multi-input cells              97       0.316
well taps                      67      0.0478
repair buffers                 26       0.143
[worst max-delay path by stage]
stage | to | slack [ns] | depth (start not counted)
finish | sclk | 0.08 | 1
global route | sclk | 0.06 | 1
CTS | sclk | 0.07 | 1
[placed cells by master, fill, tap and decap left out]
cell,n
inv_1,6
nand3_1,1
nor3_1,5
buf_4,3
and2b_1,1
clkdlybuf4s50_1,22
a31oi_1,2
o41ai_1,1
mux2_2,3
xnor2_1,3
nand2b_1,2
nor3b_1,1
clkbuf_8,3
nand3b_1,1
a41oi_1,1
nand2_1,47
nand4bb_1,1
dlygate4sd2_1,1
ha_1,5
nand4_1,1
o31a_1,1
a21o_1,2
nor4bb_1,1
o21ai_0,2
nor2_1,5
dfrtp_1,28
o2111ai_1,1
nor3b_2,1
nand4b_1,1
and2_1,1
dfrtn_1,4
o21ai_1,1
xor2_1,2
a21oi_1,3
o31ai_1,1
Power and IR drop assume default switching activity.
