==> flow/design.v <==
module ir_decoder (
	input wire clk,
        input wire rst,
	input wire ack,
        input wire enable,
        input wire ir_input,
        output reg ready,
        output wire [31:0] command,
);
	localparam T0_MIN = (28256-2816)/64;				 
	localparam T0_MAX = (28256+2816)/64;
	localparam T1_MIN = (57008-5648)/64;				  
	localparam T1_MAX = (57008+5648)/64;
	localparam START_MIN = (128176-6400)/64;			  
	localparam START_MAX = (128176+6400)/64;
	reg [15:0] slow_clk_div;
	wire slow_clk;
        wire strobe_front;
	reg  ir_input_last;						 
	reg [20:0] t1;							 
	reg [7:0] bit_count;						 
	reg [31:0] cmd;							 
	always @(posedge clk or posedge rst)
	begin
		if(rst) begin
			slow_clk_div <= '0;
		end else begin
			slow_clk_div <= slow_clk_div + 'd1;
		end
	end
	assign slow_clk = slow_clk_div[5];				 
	assign command[31:0] = cmd[31:0];
	assign strobe_front = (ir_input_last != ir_input) * ir_input;  
	always @(posedge slow_clk or posedge rst)
        begin
		if(rst) begin					 
			ir_input_last <= 1'b1;
		        t1 <= 'b0;
			bit_count <= '0;
			cmd<= '0;
			ready <= 1'd0;
                end else begin
                        if(enable)
                        begin	
				ir_input_last <= ir_input;
				if(strobe_front == 'b0)	  
					t1<=t1+ 'b1;
				else begin
					if(t1 == 21'h1fffff) begin  
						t1 <= '0;
						bit_count <= '0;
						cmd <= '0;
					end
				        if(t1>START_MIN  && t1<START_MAX) begin		 
						bit_count <= '0;
						cmd <= '0;
					end
					if(!ready) begin	 
						if(t1<T0_MAX && t1>T0_MIN) begin	 
							cmd = {1'b0, cmd[31:1]};
							bit_count<=bit_count+'b1;	
						end
						if(t1>T1_MIN && t1<T1_MAX) begin	 
							cmd = {1'b1, cmd[31:1]};
							bit_count <= bit_count + 'b1;
						end
					end
					t1<='b0;
					if (bit_count == 31) begin
						ready <= 1;
					end
				end
                        end
                end
        end
endmodule
module top (
	input wire clk25,
	inout wire [3:0] gpio,
	input wire [3:0] key,
	output reg [3:0] led
);
	reg [31:0] ir_command;
	reg ack;
	wire ir_ready;
	wire rst;
	assign rst = key[3];
	always_comb begin
		if (key[2:0] == 3'b000) led[3:0] = ir_command[3:0];
		else if (key[2:0] == 3'b001) led[3:0] = ir_command[7:4];
		else if (key[2:0] == 3'b010) led[3:0] = ir_command[11:8];
		else if (key[2:0] == 3'b011) led[3:0] = ir_command[15:12];
		else if (key[2:0] == 3'b100) led[3:0] = ir_command[19:16];
		else if (key[2:0] == 3'b101) led[3:0] = ir_command[23:20];
		else if (key[2:0] == 3'b110) led[3:0] = ir_command[27:24];
		else led[3:0] = ir_command[31:28];
	end
	ir_decoder decoder_samsung(
		.clk(clk25),
		.rst(rst),
		.ack(ack),
		.enable('b1),
		.ir_input(gpio[3]),
		.ready(ir_ready),
		.command(ir_command)       
	);
endmodule
==> flow/run.sh <==
#!/bin/bash
# OpenROAD 26Q1-2900-gdf79404cd8, Yosys 0.63+post, stock flow scripts
make -C /OpenROAD-flow-scripts/flow DESIGN_CONFIG=/design/flow/config.mk WORK_HOME=/design/flow/orfs finish
==> flow/config.mk <==
export PLATFORM = sky130hd
export DESIGN_NAME = top
export DESIGN_NICKNAME = top
export VERILOG_FILES = /design/flow/design.v
export SDC_FILE = /design/flow/constraint.sdc
export NUM_CORES = 4
export LEC_CHECK = 1
export CORE_UTILIZATION = 40
==> flow/constraint.sdc <==
current_design top

set clk_period 1.8
set clk_io_pct 0.2

create_clock -name clk0 -period $clk_period [get_ports {clk25}]

set non_clock_inputs [all_inputs -no_clocks]
set_input_delay [expr $clk_period * $clk_io_pct] -clock clk0 $non_clock_inputs
set_output_delay [expr $clk_period * $clk_io_pct] -clock clk0 [all_outputs]
==> impl_metrics.env <==
# source this file to load flow results
export IMPL_synthArstFlopShare_pct=100
export IMPL_common_cells="nand2_1 (110), dfrtp_1 (68), nor2_1 (28)"
export IMPL_synth_distinct_cells=47
export IMPL_edf_count=0
export IMPL_synthFlopType="dfrtp_1"
export IMPL_synthesis_area_um2=3520
export IMPL_yosys_warnings=2
export IMPL_synth_most_common_cell="nand2_1"
export IMPL_yosys_cells=371
export IMPL_synth_area_top_cells="dfrtp_1 (48%), nand2_1 (12%), mux4_2 (5.1%), xnor2_1 (3.2%), nor2_1 (3.0%)"
export IMPL_first_error="[ERROR RSZ-0074] Failed to build tree from global routes for pin 'gpio[3]' and net 'gpio[3]' at grid (3450, 31050): found route to 4 pins, expected 3"
export IMPL_haltStage="5_1_grt"
export IMPL_cts_root_buf="clkbuf_8"
export IMPL_synth_largest_area_cell="dfrtp_1"
export IMPL_die_size_x_um=95.8
export IMPL_postSynthCellCount=371
export IMPL_cts_path_max_buffers=2
export IMPL_pre_cts_ws_ns=-0.738
export IMPL_synth_area_per_cell_um2=9.48
export IMPL_dp_hpwl_um=4610
export IMPL_grt_max_degree=64
export IMPL_unclocked_pins=63
export IMPL_status="did not finish"
export IMPL_portBuffers=8
export IMPL_postSynthRegisterBits=69
export IMPL_htreeDepth=1
export IMPL_die_height_um=95.8
export IMPL_pin_count=13
export IMPL_yosys_area_um2=3520
export IMPL_initial_utilization_pct=42.0
export IMPL_untimed_endpoints=67
export IMPL_place_congestion=0.851
export IMPL_cts_buffers=3
export IMPL_yosysTopAreaCellShare_pct=48.4
export IMPL_num_rows=33
export IMPL_ys_seq_share_pct=49.1
[what timing repair did]
action                     CTS
resized                     30
gates cloned                 0
setup endpoints to repair    4
pin swaps                    0
hold buffers                 0
buffers inserted             2
[stage by stage]
step | setup TNS [ns] | hold WS (ns) | utilization [%] | instances | cell area (um^2)
2_1_floorplan | 0 | 0.414 | - | 371 | 3520
4_1_cts | -0.000640 | 0.451 | 44.4 | 475 | 3720
3_5_place_dp | -2.90 | 0.431 | 43.6 | 471 | 3660
3_3_place_gp | -2.85 | 0.427 | 43.6 | 471 | 3660
[cells by family after synthesis]
kind of cell / count (synthesis) / share of synthesized area [%]
buffers and inverters: 28 / 5.02
flip-flops: 69 / 49.1
adder cells (fa/ha/maj): 4 / 1.42
AND/OR/NAND/NOR: 197 / 25.3
multiplexers: 12 / 6.40
AND-OR/OR-AND: 39 / 7.26
XOR/XNOR: 22 / 5.48
